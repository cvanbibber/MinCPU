==> flow/run.sh <==
#!/bin/bash
# OpenROAD 26Q1-2900-gdf79404cd8, Yosys 0.63+post, stock flow scripts
make -C /OpenROAD-flow-scripts/flow DESIGN_CONFIG=/design/flow/config.mk WORK_HOME=/design/flow/orfs finish
==> flow/config.mk <==
export PLATFORM = sky130hd
export DESIGN_NAME = compact_multiplier
export DESIGN_NICKNAME = compact_multiplier
export VERILOG_FILES = /design/flow/design.v
export SDC_FILE = /design/flow/constraint.sdc
export NUM_CORES = 4
export LEC_CHECK = 1
export CORE_AREA = 10 10 70 70
export DIE_AREA = 0 0 80 80
==> flow/constraint.sdc <==
current_design compact_multiplier

set clk_period 3.2
set clk_io_pct 0.2

create_clock -name clk0 -period $clk_period [get_ports {clk}]

set non_clock_inputs [all_inputs -no_clocks]
set_input_delay [expr $clk_period * $clk_io_pct] -clock clk0 $non_clock_inputs
set_output_delay [expr $clk_period * $clk_io_pct] -clock clk0 [all_outputs]
==> flow/design.v <==
module multiplier_unit #(
    parameter DATA_WIDTH = 32
) (
    input  wire                      clk,
    input  wire                      rst_n,
    input  wire                      req,
    input  wire [2:0]                funct3,
    input  wire                      funct7_bit5,
    output reg                       ready,
    output reg                       valid,
    input  wire [DATA_WIDTH-1:0]     operand_a,
    input  wire [DATA_WIDTH-1:0]     operand_b,
    output reg  [DATA_WIDTH-1:0]     result,
    output wire [15:0]               cycle_count
);
    localparam OP_MUL    = 3'b000;   
    localparam OP_MULH   = 3'b001;   
    localparam OP_MULHSU = 3'b010;   
    localparam OP_MULHU  = 3'b011;   
    localparam OP_DIV    = 3'b100;   
    localparam OP_DIVU   = 3'b101;   
    localparam OP_REM    = 3'b110;   
    localparam OP_REMU   = 3'b111;   
    typedef enum logic [2:0] {
        IDLE,
        MUL_EXEC,
        DIV_SETUP,
        DIV_EXEC, 
        RESULT_READY
    } state_t;
    state_t current_state, next_state;
    reg [2:0]  operation;
    reg [63:0] product;
    reg [31:0] dividend, divisor, quotient, remainder;
    reg [5:0]  div_counter;
    reg        div_sign;
    reg [15:0] cycle_counter;
    assign cycle_count = cycle_counter;
    wire signed [31:0] signed_a = $signed(operand_a);
    wire signed [31:0] signed_b = $signed(operand_b);
    wire [31:0] abs_a = (signed_a < 0) ? -signed_a : signed_a;
    wire [31:0] abs_b = (signed_b < 0) ? -signed_b : signed_b;
    wire [63:0] fast_product = operand_a * operand_b;
    wire [63:0] fast_signed_product = signed_a * signed_b;
    wire [63:0] fast_mixed_product = signed_a * operand_b;
    wire div_by_zero = (operand_b == 32'h0);
    always @(posedge clk or negedge rst_n) begin
        if (!rst_n) begin
            current_state <= IDLE;
            cycle_counter <= 16'h0;
        end else begin
            current_state <= next_state;
            if (current_state != IDLE) begin
                cycle_counter <= cycle_counter + 1;
            end else begin
                cycle_counter <= 16'h0;
            end
        end
    end
    always @(*) begin
        next_state = current_state;
        case (current_state)
            IDLE: begin
                if (req) begin
                    case (funct3)
                        OP_MUL, OP_MULH, OP_MULHSU, OP_MULHU: 
                            next_state = MUL_EXEC;
                        OP_DIV, OP_DIVU, OP_REM, OP_REMU:
                            next_state = div_by_zero ? RESULT_READY : DIV_SETUP;
                    endcase
                end
            end
            MUL_EXEC: begin
                next_state = RESULT_READY;   
            end
            DIV_SETUP: begin
                next_state = DIV_EXEC;
            end
            DIV_EXEC: begin
                if (div_counter == 6'd32) begin
                    next_state = RESULT_READY;
                end
            end
            RESULT_READY: begin
                next_state = IDLE;
            end
        endcase
    end
    always @(posedge clk or negedge rst_n) begin
        if (!rst_n) begin
            product <= 64'h0;
            operation <= 3'h0;
        end else if (current_state == IDLE && req) begin
            operation <= funct3;
            case (funct3)
                OP_MUL, OP_MULH: 
                    product <= fast_signed_product;
                OP_MULHSU:
                    product <= fast_mixed_product;
                OP_MULHU:
                    product <= fast_product;
            endcase
        end
    end
    always @(posedge clk or negedge rst_n) begin
        if (!rst_n) begin
            dividend <= 32'h0;
            divisor <= 32'h0;
            quotient <= 32'h0;
            remainder <= 32'h0;
            div_counter <= 6'h0;
            div_sign <= 1'b0;
        end else begin
            case (current_state)
                DIV_SETUP: begin
                    case (funct3)
                        OP_DIV: begin
                            dividend <= abs_a;
                            divisor <= abs_b;
                            div_sign <= (signed_a < 0) ^ (signed_b < 0);
                        end
                        OP_REM: begin
                            dividend <= abs_a;
                            divisor <= abs_b;
                            div_sign <= (signed_a < 0);
                        end
                        OP_DIVU, OP_REMU: begin
                            dividend <= operand_a;
                            divisor <= operand_b;
                            div_sign <= 1'b0;
                        end
                    endcase
                    quotient <= 32'h0;
                    remainder <= 32'h0;
                    div_counter <= 6'h0;
                end
                DIV_EXEC: begin
                    remainder <= (remainder << 1) | dividend[31];
                    dividend <= dividend << 1;
                    if (remainder >= divisor) begin
                        remainder <= remainder - divisor;
                        quotient <= (quotient << 1) | 1'b1;
                    end else begin
                        quotient <= quotient << 1;
                    end
                    div_counter <= div_counter + 1;
                end
            endcase
        end
    end
    always @(*) begin
        ready = (current_state == IDLE);
        valid = (current_state == RESULT_READY);
        case (operation)
            OP_MUL:    result = product[31:0];
            OP_MULH:   result = product[63:32];
            OP_MULHSU: result = product[63:32];
            OP_MULHU:  result = product[63:32];
            OP_DIV: begin
                if (div_by_zero) begin
                    result = 32'hFFFFFFFF;   
                end else begin
                    result = div_sign ? -quotient : quotient;
                end
            end
            OP_DIVU: begin
                if (div_by_zero) begin
                    result = 32'hFFFFFFFF;   
                end else begin
                    result = quotient;
                end
            end
            OP_REM: begin
                if (div_by_zero) begin
                    result = operand_a;   
                end else begin
                    result = div_sign ? -remainder : remainder;
                end
            end
            OP_REMU: begin
                if (div_by_zero) begin
                    result = operand_a;   
                end else begin
                    result = remainder;
                end
            end
            default: result = 32'h0;
        endcase
    end
endmodule
module compact_multiplier #(
    parameter DATA_WIDTH = 32
) (
    input  wire                      clk,
    input  wire                      rst_n,
    input  wire                      start,
    input  wire [DATA_WIDTH-1:0]     multiplicand,
    input  wire [DATA_WIDTH-1:0]     multiplier,
    output reg  [2*DATA_WIDTH-1:0]   product,
    output reg                       done
);
    reg [5:0] counter;
    reg [31:0] partial_product;
    reg [31:0] shifted_multiplicand;
    always @(posedge clk or negedge rst_n) begin
        if (!rst_n) begin
            product <= 64'h0;
            counter <= 6'h0;
            done <= 1'b0;
            partial_product <= 32'h0;
            shifted_multiplicand <= 32'h0;
        end else if (start && counter == 6'h0) begin
            partial_product <= multiplier;
            shifted_multiplicand <= multiplicand;
            product <= 64'h0;
            counter <= 6'h1;
            done <= 1'b0;
        end else if (counter > 6'h0 && counter <= 6'd32) begin
            if (partial_product[0]) begin
                product[63:32] <= product[63:32] + shifted_multiplicand;
            end
            product <= product >> 1;
            partial_product <= partial_product >> 1;
            shifted_multiplicand <= shifted_multiplicand << 1;
            counter <= counter + 1;
            if (counter == 6'd32) begin
                done <= 1'b1;
                counter <= 6'h0;
            end
        end else if (done) begin
            done <= 1'b0;
        end
    end
endmodule 
==> results.json <==
{
  "status": "finished, final reports clean",
  "yosys.stat.chipArea_um2": 859.6,
  "vdd_drop_max_mv": 0.1182,
  "syn_inst": 102,
  "hold_violations": 0,
  "holdWs_ps": 509.1,
  "arrival_ps": 1050,
  "crit_type": "reg2out",
  "cts_max_level": 1,
  "drt_wl_total_um": 1390,
  "first_global_vias": 499,
  "dr_wl_met2_um": 569,
  "areaGrowthSynthToFinish_pct": -16.16,
  "placed_area_um2": 694.4,
  "reg2reg_depth": 5,
  "end_kind": "output port",
  "max_stage_delay_ps": 460,
  "post-route-util": 0.2110,
  "drv_slew": 0,
  "critPathSlowestCell": "clkdlybuf4s50_1",
  "grt_util_all_layers": 0.03443,
  "diodes": 0,
  "post-route-period-util": 0.5268,
  "simple_gate_share": 0.09898,
  "wirelength_met1_um": 632,
  "cts_sinks": 7,
  "cp_num_buf_inv": 1,
  "holdPathStages": 1,
  "die_width_um": 80,
  "place_ws_ps": 1530,
  "routabilityCongestion": 0.7387,
  "r2r_start": "counter[0]",
  "grt_max_degree": 12,
  "crit_family": "buffers and inverters",
  "ctsRootBufferMaster": "clkbuf_4",
  "num_vias": 448,
  "power_density_nw_per_um2": 586.0,
  "synthTopLogicFamily": "buffers and inverters",
  "fa_ha_area_frac": 0.02911,
  "skew_ps": 0.5135,
  "rr_endpoint": "counter[0]",
  "initial_utilization": 0.2516,
  "ctsResizeCount": 0,
  "cp-start-kind": "flop",
  "design_area_um2": 720.7,
  "crit_fanout": 2,
  "antenna_found_initial": 0,
  "cap_violations": 0,
  "period_needed_ps": 1686,
  "die_h_um": 80,
  "crit_chain": "clkdlybuf4s50_1",
  "hp-start": "counter[4]",
  "worst_ep_required_time_ps": 2560,
  "hold_buffers": 0,
  "clock_path_buffers": 2,
  "setup_viol": 0,
  "chipArea_um2": 6400,
  "warnings": 90,
  "clkLatencyLatePin_ps": 240,
  "rsz0062_at_grt": "false",
  "final.setup.tns_ps": 0,
  "hold_class": "reg2reg",
  "syn_avg_cell_area_um2": 8.427,
  "antenna_left": 0,
  "postSynthSeqShare": 0.2038,
  "rows": 21,
  "ys_cells": 102,
  "vias_per_cell": 2.947,
  "synth_cell_types": 24,
  "clkTransAtPathRegs_ps": 50,
  "drt-pass1-iter-count": 2,
  "grt_overflow": 0,
  "p_leak_nw": 0.3912,
  "grt_pass1_wl_um": 1952,
  "max_freq_mhz": 593.2,
  "wl_met3_um": 189,
  "wl_per_cell_um": 9.145,
  "yosys_warnings": 1,
  "drt_iter0_drc": 16,
  "mux_share": 0.01310,
  "ios": 132,
  "topRoutingLayerUsed": "met3",
  "drc_errors": 0,
  "layout_setup_ws_ps": 1514,
  "dp_hpwl_um": 1242,
  "coreArea_um2": 3416,
  "ys_ff": 7,
  "postCtsSetupRepairBufs": 0,
  "ys_sh_aoi": 0.05240,
  "port_buffers": 3,
  "cts_tree": "yes",
  "drive_gt1_frac": 0.04717,
  "holdPathEnd": "counter[4]",
  "cts_buffers": 3,
  "syn-cell-area_um2": 859.6,
  "ff2ff_setup_slack_ps": 1520,
  "xor_share": 0.02038
}
==> power by group <==
group	internal (mW)	total (mW)	leakage, nW	switching [mW]
sequential	0.131	0.194	0.0865	0.0627
clock	0.0475	0.0781	0.0150	0.0306
combinational	0.0897	0.150	0.290	0.0603
total	0.269	0.422	0.391	0.154
==> final cells by class <==
type / count / area, µm²
timing repair buffer: 3 / 30.03
clock buffer: 4 / 26.28
sequential: 7 / 175.2
tap: 46 / 57.56
fill: 390 / 2695
multi-input combinational: 90 / 424.2
inverter: 2 / 7.507
==> cell usage after synthesis <==
| master | number | area [µm²] |
|---|---|---|
| a21o_1 | 1 | 7.510 |
| a21oi_1 | 2 | 10.01 |
| a41oi_1 | 1 | 8.760 |
| and2_1 | 1 | 6.260 |
| buf_2 | 1 | 5.000 |
| buf_4 | 64 | 480.5 |
| clkbuf_1 | 1 | 3.750 |
| conb_1 | 1 | 3.750 |
| dfrtp_1 | 7 | 175.2 |
| ha_1 | 2 | 25.02 |
| inv_1 | 2 | 7.510 |
| mux2_2 | 1 | 11.26 |
| nand2_1 | 2 | 7.510 |
| nand3_1 | 2 | 10.01 |
| nand4b_1 | 1 | 8.760 |
| nor2_1 | 2 | 7.510 |
| nor2b_1 | 2 | 12.51 |
| nor3_1 | 1 | 5.000 |
| nor4b_1 | 1 | 8.760 |
| o21ai_0 | 2 | 10.01 |
| o41ai_1 | 1 | 8.760 |
| or3b_2 | 1 | 8.760 |
| or4b_1 | 1 | 10.01 |
| xnor2_1 | 2 | 17.52 |
==> stage by stage <==
stage / power, mW / std cells
3_5_place_dp: 0.3492 / 148
5_1_grt: 0.4682 / 152
6_report: 0.4223 / 152
2_1_floorplan: 0.3581 / 165
4_1_cts: 0.4296 / 152
3_3_place_gp: 0.3445 / 148
==> kinds of logic after synthesis <==
| family | count (synthesis) |
|---|---|
| adder cells (fa/ha/maj) | 2 |
| multiplexers | 1 |
| AND-OR/OR-AND | 7 |
| other | 1 |
| XOR/XNOR | 2 |
| AND/OR/NAND/NOR | 14 |
| flip-flops | 7 |
| buffers and inverters | 68 |
==> state kept, by name, summed over array words and instances (netlist names) <==
register,flops
done,1
counter,6
==> worst max-delay path by stage <==
stage	slack (ps)	endpoint	depth (start not counted)	startpoint
final	1510	done	1	done
after global routing	1420	counter[1]	4	counter[0]
after CTS	1500	done	1	done
==> placed cells by master, fill, tap and decap left out <==
| master | n |
|---|---|
| nor2b_1 | 2 |
| mux2_2 | 1 |
| nor3_1 | 1 |
| ha_1 | 2 |
| nor2_1 | 2 |
| a41oi_1 | 1 |
| dfrtp_1 | 7 |
| clkbuf_4 | 3 |
| nand3_1 | 2 |
| clkdlybuf4s50_1 | 3 |
| a21oi_1 | 2 |
| nand2_1 | 2 |
| nand4b_1 | 1 |
| inv_1 | 2 |
| and2_1 | 1 |
| o21ai_0 | 2 |
| or4b_1 | 1 |
| xnor2_1 | 2 |
| conb_1 | 64 |
| a21o_1 | 1 |
| nor4b_1 | 1 |
| o41ai_1 | 1 |
| or3b_2 | 1 |
| clkbuf_1 | 1 |
==> routing by layer <==
layer | vias up | global-route usage
li1 | 207 | -
met1 | 195 | 0.04515
met2 | 46 | 0.05217
met3 | 0 | 0.01250
met4 | 0 | 0.008803
met5 | - | 0
No activity file was given, so power comes from the tool's default toggle rates.
